<file path="design.v">
typedef enum bit[1:0] { RESET = 2'b00, POWER_ON = 2'b01, ICE_CONF = 2'b10, ICE_GOOD_FORCE = 2'b11 } COMMAND;
module command_detector ( input logic sdi,
                          input logic sclk,
                          output logic shift,
                          output logic done
                        );
  typedef enum bit[2:0] { IDLE = 0, S0, S01, S010, S0101, S01011, CMD0, CMD1 } STATE;
  STATE cur_state, next_state;
  always_ff @(posedge sclk) begin
    cur_state = next_state;
  end
  always_comb begin
    casez({cur_state, sdi})
      {IDLE,     1'b0}: begin
        next_state = S0;      shift = 0; done = 0;
      end
      {S0,       1'b1}: begin
        next_state = S01;     shift = 0; done = 0;
      end
      {S01,      1'b0}: begin
        next_state = S010;    shift = 0; done = 0;
      end
      {S010,     1'b1}: begin
        next_state = S0101;   shift = 0; done = 0;
      end
      {S0101,    1'b1}: begin
        next_state = S01011;  shift = 0; done = 0;
      end
      {S01011,   1'b0}: begin
        next_state = CMD0;    shift = 0; done = 0;
      end
      {CMD0,     1'b?}: begin
        next_state = CMD1;    shift = 1; done = 0;
      end
      {CMD1,     1'b?}: begin
        next_state = IDLE;    shift = 1; done = 1;
      end
      default: begin
        next_state = IDLE; shift = 0; done = 0;
      end
    endcase
  end
endmodule
module atx_control ( input n_atx_on,
                     input cs_pgood,
                     input wdog_timeout,
                     input ice_cdone,
                     input sdi,
                     input sclk,
                     output reg n_ice_reset,
                     output reg ice_power,
                     output reg main_en,
                     output reg n_cs_en,
                     output reg wdog_inhibit,
                     output reg sdo_enable
                   );
  always_comb begin
    main_en = cs_pgood & ~n_cs_en;
    n_cs_en = n_atx_on;
  end
  reg spi_in_gate;
  logic gated_sdi, gated_sclk;
  always_comb begin
    gated_sclk = spi_in_gate ? sclk : 1'b0;
    gated_sdi = spi_in_gate ? sdi : 1'b0;
  end
  logic shift;
  logic done;
  logic[1:0] state;
  logic[1:0] cmd;
  command_detector detector( .sdi(gated_sdi), .sclk(gated_sclk), .shift(shift), .done(done));
  always @(posedge sclk) begin
    if(shift) begin
      cmd = {cmd[0], sdi};
    end
    if (done) begin
      state = cmd;
    end
    else if (ice_cdone && state === ICE_CONF)
      state = 2'b11;
  end
  always_comb begin
    case(state)
      2'b00: begin
        n_ice_reset = 0;
        ice_power = 0;
        wdog_inhibit = 1;
        spi_in_gate = 1;
        sdo_enable = 1;
      end
      2'b01: begin
        n_ice_reset = 0;
        ice_power = 1;
        wdog_inhibit = 1;
        spi_in_gate = 1;
        sdo_enable = 1;
      end
      2'b10: begin
        n_ice_reset = 1;
        ice_power = 1;
        wdog_inhibit = 1;
        spi_in_gate = 0;
        sdo_enable = 1;
      end
      2'b11: begin
        n_ice_reset = 1;
        ice_power = 1;
        wdog_inhibit = 0;
        spi_in_gate = 0;
        sdo_enable = 0;
      end
    endcase
  end
endmodule
</file>
<file path="run.sh">
#!/bin/bash
# OpenROAD 26Q1-2900-gdf79404cd8, Yosys 0.63+post, stock flow scripts
make -C /OpenROAD-flow-scripts/flow DESIGN_CONFIG=/design/flow/config.mk WORK_HOME=/design/flow/orfs finish
</file>
<file path="config.mk">
export PLATFORM = sky130hd
export DESIGN_NAME = atx_control
export DESIGN_NICKNAME = atx_control
export VERILOG_FILES = /design/flow/design.v
export SDC_FILE = /design/flow/constraint.sdc
export NUM_CORES = 4
export LEC_CHECK = 1
export CORE_AREA = 10 10 70 70
export DIE_AREA = 0 0 80 80
</file>
<file path="constraint.sdc">
current_design atx_control

set clk_period 1.9
set clk_io_pct 0.2

create_clock -name clk0 -period $clk_period [get_ports {sclk}]

set non_clock_inputs [all_inputs -no_clocks]
set_input_delay [expr $clk_period * $clk_io_pct] -clock clk0 $non_clock_inputs
set_output_delay [expr $clk_period * $clk_io_pct] -clock clk0 [all_outputs]
</file>
==> impl_metrics.json <==
{
  "ys.flops": 6,
  "fin_cells": 104,
  "tightest_slew_ns": 0.298,
  "cp_top_family": "buffers and inverters",
  "cp_max_fo": 4,
  "grt_max_degree": 7,
  "crit_start": "state[1]$_SDFFCE_PN1P_",
  "place_congestion": 0.749,
  "worst-path-stages": 7,
  "ant_nets": 0,
  "startpoint_type": "register",
  "clkTransAtPathRegs_ns": 0.04,
  "period_minus_slack_ns": 1.85,
  "combPwrFrac_pct": 7.5,
  "synth_cells": 33,
  "port_buffers": 10,
  "max-slew-margin-rel_pct": 80.1,
  "cp_data_required_time_ns": 2.42,
  "critical_path_class": "register to register",
  "leakage_nw": 0.234,
  "finalSetupViolations": 0,
  "antenna_found_initial": 0,
  "drt_iter0_drc": 17,
  "fp_util_pct": 9.71,
  "wl_um": 877,
  "place_inst": 86,
  "arrival_ns": 2.37,
  "status": "complete, no violations",
  "hp-class": "register to register",
  "fin_area_um2": 604,
  "edf_count": 2,
  "synthFlopType": "dfxtp_1",
  "top_area_cell": "dfxtp_1",
  "fmax_mhz": 540,
  "via_per_inst": 3.18,
  "dieWidth_um": 80,
  "warnings": 27,
  "hold_ws_ns": 0.478,
  "drc": 0,
  "top_cell_area_share_pct": 24.2,
  "dpl_cell_area_um2": 470,
  "dr.pass1.iters": 2,
  "rsz0062_at_grt": "true",
  "crit_path_frequent_cell": "buf_4",
  "cap_violations": 0,
  "ios": 12,
  "slowest_delay_ns": 0.54,
  "hold_viol_final": 0,
  "area_leaders": "dfxtp_1 24%, edfxtp_1 18%, nor2b_1 5.7%",
  "ir_drop_uv": 209,
  "worst_r2r_path_depth": 7,
  "syn2layout_area_growth_pct": 82.3,
  "dieHeight_um": 80,
  "clk_latency_ns": 0.59,
  "maxSlewViolCount": 0,
  "drive_above_1_share_pct": 46.6,
  "p_sw_mw": 0.0818,
  "critPathBufInv": 4,
  "min_from": "cmd[0]$_DFF_P_",
  "power_density_mw_per_mm2": 663,
  "p_seq_share_pct": 23.6,
  "switching_share_pct": 20.4,
  "syn_area_per_cell_um2": 10.0,
  "yosysUniqueCellTypes": 20,
  "yosysWarnings": 2,
  "diodes": 0,
  "fin_skew_ns": 0.0283,
  "synth.top_cells.by_count": "4 x dfxtp_1, 4 x nand2_1, 3 x nor2b_1, 3 x or2_2",
  "grt_pass1_vias": 367,
  "intPower_mw": 0.319,
  "synthArstFlopShare_pct": 0,
  "wl_per_cell_um": 8.43,
  "ys_seq_share_pct": 42.3,
  "grt_usage_pct": 2.86,
  "crit_chain": "buf_4, buf_6, dlygate4sd3_1, buf_4, nor3b_1, a22oi_1, o21ai_1",
  "vias": 331,
  "grt_pass1_wl_mm": 1.41,
  "ys_cells": 33,
  "finalClockPeriodUsage_pct": 97.5,
  "rows": 21,
  "die-area_mm2": 0.00640,
  "clkPwrFrac_pct": 68.9,
  "synth_area_um2": 332,
  "dp_hpwl_um": 517,
  "worst_path_max_delay_cell": "dlygate4sd3_1",
  "end_kind": "register",
  "core_area_mm2": 0.00342,
  "r2r-start": "state[1]$_SDFFCE_PN1P_",
  "overflow": 0,
  "hold_depth": 1,
  "tritoncts": "built",
  "ys_area_um2": 332
}
-- cells by family after synthesis --
| kind of cell | count (synthesis) | synth area share [%] |
|---|---|---|
| flops | 6 | 42.3 |
| compound gates | 4 | 10.2 |
| simple gates | 17 | 32.8 |
| mux | 2 | 7.92 |
| buf+inv | 4 | 6.79 |
-- power by group through the flow --
stage	Combinational (mW)	Clock (mW)	Sequential, mW
CTS	0.0301	0.288	0.0947
global route	0.0340	0.312	0.0957
finish	0.0300	0.276	0.0945
-- placed cells by master (no fill, tap or decap) --
| cell type | n |
|---|---|
| nand2_1 | 3 |
| nand2b_4 | 1 |
| dfxtp_1 | 4 |
| buf_6 | 1 |
| mux2_2 | 1 |
| nor3b_1 | 2 |
| nand3_1 | 1 |
| clkbuf_2 | 1 |
| clkbuf_1 | 2 |
| dlygate4sd3_1 | 1 |
| o21ai_1 | 1 |
| clkbuf_4 | 11 |
| a22oi_1 | 1 |
| clkdlybuf4s50_1 | 6 |
| inv_2 | 1 |
| or2_2 | 2 |
| or2_4 | 1 |
| nand2_2 | 1 |
| mux2_4 | 1 |
| dlygate4sd2_1 | 2 |
| edfxtp_1 | 2 |
| and2b_4 | 1 |
| a21oi_2 | 1 |
| nor3_1 | 1 |
| nor2b_1 | 3 |
| dlymetal6s2s_1 | 1 |
| nand3b_1 | 1 |
| o22ai_2 | 1 |
| buf_4 | 3 |
-- routing by layer --
layer  share of wire (%)  global-route usage [%]  wire (um)  vias to the layer above
li1                    -                       -          -                      163
met1                  48                    2.89        417                      151
met4                 1.8                    1.94         16                        0
met3                  12                    2.95        105                        3
met5                   0                       0          0                        -
met2                  39                    3.45        338                       14
-- final timing paths --
kind | endpoint | slack (ns)
worst max register to register | detector.cur_state[1]$_DFF_P_ | 0.05
worst min register to register | cmd[0]$_DFF_P_ | 0.48
min in group gated | clock gate | 0.59
worst min-delay path | cmd[0]$_DFF_P_ | 0.48
max in group gated | clock gate | 0.22
worst max-delay path | detector.cur_state[1]$_DFF_P_ | 0.05
-- cell type report --
cell class | count | area, um^2
fillers | 382 | 2810
multi-input cells | 23 | 174
flip-flops and latches | 6 | 140
repair buffers | 15 | 139
clock buffers | 13 | 90.1
well taps | 46 | 57.6
inverters | 1 | 3.75
-- what timing repair did --
action	4_1_cts	5_1_grt
gates cloned	0	0
setup buffers	3	1
resized	7	2
endpoints found under the setup margin	4	2
hold buffers	1	0
pin swaps	1	0
endpoints found under the hold margin	1	0
-- registers in the layout (all words and copies together) (netlist names) --
name	flops
detector.cur_state	3
state	2
cmd	1
-- stage by stage --
step	total power, mW	TNS, ns	utilization [%]	setup WS, ns
finish	0.401	0	17.7	0.0479
global route	0.441	-0.0464	17.7	-0.0193
CTS	0.413	0	17.5	0.00202
detailed placement	0.133	0	13.8	0.103
global placement	0.131	0	13.8	0.103
floorplan	0.117	0	-	0.803
No activity file was given, so power comes from the tool's default toggle rates.
